[design/flow/config.mk]
export PLATFORM = sky130hd
export DESIGN_NAME = simpleAdder
export DESIGN_NICKNAME = simpleAdder
export VERILOG_FILES = /design/flow/design.v
export SDC_FILE = /design/flow/constraint.sdc
export NUM_CORES = 4
export LEC_CHECK = 1
export CORE_AREA = 10 10 70 70
export DIE_AREA = 0 0 80 80
[design/flow/run.sh]
#!/bin/bash
# OpenROAD 26Q1-2900-gdf79404cd8, Yosys 0.63+post, stock flow scripts
make -C /OpenROAD-flow-scripts/flow DESIGN_CONFIG=/design/flow/config.mk WORK_HOME=/design/flow/orfs finish
[design/flow/constraint.sdc]
current_design simpleAdder

set clk_period 1.3
set clk_io_pct 0.2

create_clock -name clk0 -period $clk_period [get_ports {clk}]

set non_clock_inputs [all_inputs -no_clocks]
set_input_delay [expr $clk_period * $clk_io_pct] -clock clk0 $non_clock_inputs
set_output_delay [expr $clk_period * $clk_io_pct] -clock clk0 [all_outputs]
[design/flow/design.v]
module simpleAdder#(parameter N = 8)(input clk,reset,
												 input [N-1:0] in,
												 output [N-1:0] out);
					always_ff @(posedge clk, posedge reset) 
						if (reset) 
							out <= 1'b0; 
						else 
							out <= out + 1'b1; 
endmodule
==> results_slide.txt <==
Physical Implementation Snapshot

Outcome
  • Status: finished clean

STA
  • Rel. slew slack: about 80%
  • Period Utilization, post-route: approximately 90%
  • Endpoints failing hold: 0
  • Slew @ Worst Pin: roughly 0.30 ns
  • Minimum clock period: 1.164 ns
  • Setup TNS: 0 ns
  • FMAX: approximately 860 MHz
  • Final setup vio count: 0
  • RSZ-0062 raised after global routing: no
  • Max-slew violations: 0
  • Setup Skew: 0.009224 ns

Pwr
  • Switching Share: a little over a fifth
  • Power share of the combinational group: 1.7%
  • Max rail drop VDD: between 0.0001 and 0.00015 V
  • Reg power frac: a little under three fifths
  • Leakage Power: 0.2681 nW
  • Int Pwr: between 0.3 and 0.4 mW
  • Pwr/cell area: about 840 nW/um^2
  • P_sw: 0.09419 mW
  • Design Power: around 0.45 mW
  • Clock power share: between 40% and 50%

Cells and area
  • Area delta synth->final: 68.75%
  • Biggest regs: out (8)
  • Layout cell share with drive strength beyond 1: just under 30%
  • Top reg by flops: out
  • Gate Area: 112.6 um^2
  • Largest register FFs: 8
  • Reg area: about 200 um^2
  • Filler cells: ~400

Clocking
  • Latency at later pin: approximately 0.26 ns
  • CTS Buf Count: 3
  • Clock Sinks: 8
  • H-tree depth: 1
  • CTS root buf: clkbuf_4
  • Worst-path clk slew: 0.06 ns
  • CTS tree: built
  • Post-CTS Hold Fix Bufs: 0
  • CTS max path bufs: 2

Floorplanning
  • Core utilization at floorplan: 9.377%
  • Die height: around 80 um
  • I/O pin count: 18
  • Core Region: around 3400 um^2
  • Std-Cell Rows: 21
  • Chip area: around 6400 um^2
  • DIE WIDTH: around 80 um

Global route
  • Number of global-route vias before repair: 290
  • GR Util All Layers: under 10%
  • Initial antenna violation count: 0
  • Largest net degree at the start of global routing: 9
  • Gr ovfl total: 0
  • First-pass GRT wire length: ~1400 um

Logic synthesis
  • Ys cells: 25
  • Main flop type: dfrtp_1
  • Distinct lib cells used: 11
  • Register share after synthesis: roughly 63%
  • Top-count cell post-synth: dfrtp_1
  • Yosys warns: 3
  • Synth area leaders: dfrtp_1 63%, xnor2_1 8.2%, xor2_1 8.2%
  • Post-synthesis instance total: 25
  • Synth area leader: dfrtp_1
  • Async SR Flop Fraction: roughly 100%
  • YS chip area: between 300 and 400 um^2
  • Mean post-synth cell area: around 13 um^2
  • Post-synth top cells: 8 x dfrtp_1, 3 x xnor2_1, 3 x xor2_1
  • Number of enable flip-flop cells: 0
  • Syn Std Cell Area: 320.3 um^2
  • Post-synthesis register bit count: 8
  • Synth top area share: a little over three fifths

Detailed routing
  • Uppermost layer routed: met4
  • Wirelength, routed: a little over 800 um
  • DR iter-0 viols: 5
  • Drt drc: 0
  • Iteration tally of the first detailed-router pass: 4
  • WL met3: just under 60 um
  • Drt via density: 2.747
  • Antenna cells: 0
  • Detail Route Antenna Nets: 0
  • DR WL/cell: between 8 and 9 um
  • Met2 Wirelength: between 300 and 400 um
  • M1 WL: 381 um
  • Vias: approximately 250

Critical path
  • Crit path largest cell delay: 0.40 ns
  • Crit path buffers/inverters: 1
  • Setup crit start kind: flop
  • Worst Setup EP: out[3]
  • Worst EP arrival: roughly 0.90 ns
  • Flop2flop setup slack: ~0.25 ns
  • FF-to-FF End: out[6]
  • Crit path cell chain: dlygate4sd2_1
  • Top delay family on crit path: flip-flops
  • Worst path depth: 1
  • Reg2reg path depth: 4
  • Crit-path slowest cell: dfrtp_1
  • Critical path required time: around 1.0 ns
  • Critical Path Source: out[3]
  • Kind of critical path: flop to output pin
  • Worst R2R Start: out[0]
  • Worst setup EP type: output pin
  • Crit-path max FO: 2

Flow run
  • Max Cap Viol: 0
  • Log Warnings: 33

Place
  • Routability cong.: approximately 0.75
  • Number of port buffers: 9

Worst hold path
  • Worst Hold Class: primary input to async pin
==> layer usage <==
| metal | vias to the layer above | track usage (%) |
|---|---|---|
| li1 | 120 | - |
| met1 | 121 | 3.381 |
| met2 | 7 | 4.254 |
| met3 | 2 | 1.477 |
| met4 | 0 | 1.056 |
| met5 | - | 0 |
==> layout by cell type, fill, tap and decap left out <==
cell type	instances
buf_4	8
nor2_1	1
nand3_2	1
nand3_1	2
inv_1	2
clkdlybuf4s50_1	1
and3_1	1
nand2_1	2
xnor2_1	3
ha_1	1
nor3_2	1
xor2_1	3
dlygate4sd2_1	8
clkbuf_4	3
dfrtp_1	8
==> through the flow <==
stage | setup WS, ns | std cells | cell area [um^2] | hold slack, ns | utilization, %
global placement | 0.1353 | 81 | 475.5 | 0.4596 | 13.92
finish | 0.1364 | 91 | 540.5 | 0.2444 | 15.82
floorplan | 0.3935 | 25 | 320.3 | 0.07566 | -
CTS | 0.1353 | 91 | 540.5 | 0.2569 | 15.82
global route | 0.08945 | 91 | 540.5 | 0.2888 | 15.82
detailed placement | 0.1329 | 81 | 475.5 | 0.4652 | 13.92
==> layout make-up <==
cell class	instances	share of cell area, %
Sequential cell	8	37.04
Multi-Input combinational cell	15	20.83
Timing Repair Buffer	17	25.93
Tap cell	46	10.65
Clock buffer	3	4.167
Inverter	2	1.389
==> worst min-delay path by stage <==
| stage | start | to | slack (ns) | depth (start not counted) |
|---|---|---|---|---|
| after CTS | reset | out[7] | 0.26 | 2 |
| after global routing | reset | out[6] | 0.29 | 2 |
| final | reset | out[5] | 0.24 | 2 |
==> power by group through the flow <==
stage,clock [mW],combinational (mW),sequential (mW)
after CTS,0.203,0.00820,0.249
after global routing,0.226,0.00935,0.249
final,0.195,0.00772,0.249
==> repair_timing <==
item	4_1_cts	5_1_grt
gates resized	8	0
setup endpoints to repair	8	0
buffers inserted	7	0
==> kinds of logic after synthesis <==
| kind of cell | synth area share, % |
|---|---|
| xor+xnor | 16.41 |
| buf+inv | 2.345 |
| simple gates | 14.85 |
| flops | 62.50 |
| fa+ha+maj | 3.906 |
Power and IR drop assume default switching activity.
