==> /design/flow/design.v <==
module sumador#(parameter N=8)(input logic [N-1:0] a, b, 
										 input logic cin,
										 output logic [N-1:0] s, 
										 output logic cout);
   assign {cout, s} = a + b + cin;
endmodule
==> /design/flow/run.sh <==
#!/bin/bash
# OpenROAD 26Q1-2900-gdf79404cd8, Yosys 0.63+post, stock flow scripts
make -C /OpenROAD-flow-scripts/flow DESIGN_CONFIG=/design/flow/config.mk WORK_HOME=/design/flow/orfs finish
==> /design/flow/config.mk <==
export PLATFORM = sky130hd
export DESIGN_NAME = sumador
export DESIGN_NICKNAME = sumador
export VERILOG_FILES = /design/flow/design.v
export SDC_FILE = /design/flow/constraint.sdc
export NUM_CORES = 4
export LEC_CHECK = 1
export CORE_AREA = 10 10 70 70
export DIE_AREA = 0 0 80 80
==> /design/flow/constraint.sdc <==
current_design sumador

set clk_period 7.7
set clk_io_pct 0.2

create_clock -name clk0 -period $clk_period

set non_clock_inputs [all_inputs -no_clocks]
set_input_delay [expr $clk_period * $clk_io_pct] -clock clk0 $non_clock_inputs
set_output_delay [expr $clk_period * $clk_io_pct] -clock clk0 [all_outputs]
==> qor.txt <==
Syn_area_per_cell: 7.89 um^2
Post-CTS sizing: 0
DR WL/cell: 9.55 um
Die width: 80 um
Pins Over Slew Limit: 0
Setup Viol. Count Final: 0
Seq cells: 0
Global placer's final weighted congestion: 0.805
Worst-path fanout max: 2
Pin count of the biggest net entering global routing: 7
PortBufs: 26
Layout Area Growth over Synthesis: 95.8%
Initial antenna violation count: 0
DRT iter0 DRCs: 8
Pre-CTS WS: 2.23 ns
Total GRT Usage: 0.0335
Fin crit period: 5.48 ns
Post-DP HPWL: 999 um
Post-CTS Setup Bufs: 0
Post-synthesis cell count: 42
Hold crit path type: in -> out
Cell Type Count: 20
WP data arrival: 3.94 ns
Final wirelength: 1090 um
Worst vdd ir: 0.0287 mV
Starting Density: 0.0971
CLK BUF: 0
Number of global-route vias before repair: 394
Sequential cell area: 0 um^2
CORE AREA: 3420 um^2
Min setup slack post-route: 2.22 ns
MaxCap Viol Count: 0
Max-Slew Margin vs Limit: 0.767
Ranking of synthesized cells by area: ha_1, fa_1, a21oi_1, a311o_1, xnor2_1
Fillers: 384
Yosys Warn Count: 0
Max Clock Freq: 0.183 GHz
Layout cells sized above 1: 0.0147
Row cnt: 21
Final-report hold violation count: 0
Yosys stat area: 332 um^2
Leakage: 0.000258 uW
Worst Tran Pin Value: 0.341 ns
Count leader, synth: ha_1
Post-synthesis sequential area ratio: 0
Boundary Pins: 26
Die H: 80 um
Combinational Area: 320 um^2
Vias per std cell: 3.45
Post-route clock period utilization: 0.711
Global-route wire length before repair: 1810 um
Log Warnings: 32
Power density cells: 78.2 nW/um^2
Hold buffers post-CTS: 0
N_diodes: 0
CP Data Required Time: 6.16 ns
Kind of critical path: in -> out
Pwr Total: 50.8 uW
Via count: 393
Grt ovf: 0
Chip area: 6400 um^2
Unrepaired setup endpoints after global routing: no
Worst setup EP type: output port
Post-Route Setup TNS: 0 ns
Type of origin of the critical path: input port
DRC: 0
TritonRoute pass-1 iters: 2
Area leader, netlist: ha_1
Status: finished clean
Final std cells w/o fill: 114
Hold Slack: 4.16 ns
Dpl cells: 114
Antenna Violating Nets Remaining: 0
Post-synth top cells: ha_1, a21oi_1, nand2_1
Max-area cell share: 0.264
Yosys cell count: 42
Mapped cell area: 332 um^2
==> metrics by stage <==
stage / area (um^2) / utilization
final: 649 / 0.190
after global routing: 649 / 0.190
after CTS: 649 / 0.190
after detailed placement: 649 / 0.190
after global placement: 649 / 0.190
after floorplan: 332 / -
==> cell usage in the layout, fill, tap and decap left out <==
cell type	n
nor2_1	2
a221oi_1	1
o21ai_0	1
a311o_1	2
inv_1	2
a2111oi_0	1
nor2b_1	2
xor2_1	2
xnor2_1	2
ha_1	7
a21oi_1	5
o21bai_1	1
fa_1	2
clkdlybuf4s50_1	26
a21o_1	2
nor3_1	2
nor4_1	1
nand2_1	3
mux2i_1	1
inv_2	1
nand3_1	2
==> routing by layer <==
layer	wire length (um)	share of wire	vias up	track usage
li1	-	-	214	-
met1	570	0.52	159	0.0504
met2	369	0.34	20	0.0465
met3	149	0.14	0	0.0125
met4	0	0	0	0
met5	0	0	-	0
==> layout make-up <==
class / count / area share
multi-input cells: 39 / 0.493
repair buffers: 26 / 0.401
well taps: 46 / 0.0886
inverters: 3 / 0.0173
==> power by group <==
group | switching (uW) | total [uW] | internal [uW]
combinational | 17.2 | 50.8 | 33.6
sequential | 0 | 0 | 0
clock | 0 | 0 | 0
==> worst paths after layout <==
| kind | start | end | cells after the start |
|---|---|---|---|
| worst min-delay path | cin | s[0] | 3 |
| worst max-delay path | a[0] | s[6] | 8 |
==> kinds of logic (layout without fill, tap and decap cells) <==
logic type / Yosys count / count (layout) / share of synthesized area
xor+xnor: 4 / 4 / 0.106
fa+ha+maj: 9 / 9 / 0.385
buf+inv: 3 / 29 / 0.0340
mux: 1 / 1 / 0.0302
simple gates: 12 / 12 / 0.174
compound gates: 13 / 13 / 0.272
==> worst max-delay path, stage by stage <==
cell and delay, ns:
clkdlybuf4s50_1 0.43, fa_1 0.46, fa_1 0.41, a21oi_1 0.22
nor2_1 0.07, nor2_1 0.17, xnor2_1 0.15, clkdlybuf4s50_1 0.49
Power and IR drop assume default switching activity.
