$ cat config.mk
export PLATFORM = sky130hd
export DESIGN_NAME = flags
export DESIGN_NICKNAME = flags
export VERILOG_FILES = /design/flow/design.v
export SDC_FILE = /design/flow/constraint.sdc
export NUM_CORES = 4
export LEC_CHECK = 1
export CORE_AREA = 10 10 70 70
export DIE_AREA = 0 0 80 80
$ cat constraint.sdc
current_design flags

set clk_period 1.5
set clk_io_pct 0.2

create_clock -name clk0 -period $clk_period

set non_clock_inputs [all_inputs -no_clocks]
set_input_delay [expr $clk_period * $clk_io_pct] -clock clk0 $non_clock_inputs
set_output_delay [expr $clk_period * $clk_io_pct] -clock clk0 [all_outputs]
$ cat design.v
module flags#(parameter N_b=32)(input logic [N_b-1:0] A,B,SUM,result,
									input logic Cout,
									input logic [3:0] ALUControl,
									output logic [3:0] FLAGS);
				logic Z,N,C,V;
				assign V = ~(ALUControl[0] ^ A[N_b-1] ^ B[N_b-1]) & (A[N_b-1]^SUM[N_b-1]) & (~ALUControl[1]);
				assign C = (~ALUControl[1]) & Cout;
				assign N = result[N_b-1];
				always_comb
					begin
						if(result==0)
								Z=1;
						else
								Z=0;
					end
				assign FLAGS = {Z,N,C,V};
endmodule
$ cat run.sh
#!/bin/bash
# OpenROAD 26Q1-2900-gdf79404cd8, Yosys 0.63+post, stock flow scripts
make -C /OpenROAD-flow-scripts/flow DESIGN_CONFIG=/design/flow/config.mk WORK_HOME=/design/flow/orfs finish
==> Changelog: implementation <==
## Implementation

* Run status: finished, final reports clean
* Share of layout cells above drive strength 1 at 0.183
* Avg Vias per Cell at around 3.2
* Simple-gate area share of the yosys netlist at 0.661
* Worst path buffer plus inverter count at 2
* Adder-cell area share of the yosys netlist at 0
* Fraction of synthesized area in multiplexers at 0.0696
* Proportion of netlist area held by the largest area contributor at 0.304
* FP Core Util at 0.0421
* Final antenna-violating net count at 0
* Logic depth of the worst setup path including buffers at 5
* Sequential cell area at 0 µm²
* Cell row count at 21
* Cell class contributing the biggest share of worst-path delay: buffers and inverters
* Post-CTS setup repair buffer count at 0
* Final-layout clock buffer total at 0
* Number of cell instances after yosys synthesis at 21
* DP HPWL at 1030 µm
* Largest voltage drop on the vdd net at ~0.000037 V
* Crit path cell chain: dlygate4sd2_1 > xnor2_2 > mux2i_1 > nor2_1 > buf_2
* Number of sequential cells at 0
* Crit-path max cell delay at 0.25 ns
* Buffers added on ports at 42
* Post-synthesis instance total at 21
* Tally of yosys warning messages at 1
* Post-synthesis cell area at 144 µm²
* Critical Path Fanout Max at 1
* Yosys aoi share at 0
* Met3 track utilization from global routing at 0.0170
* Number of filler cells placed in the layout at about 370
* Maximum number of pins on one net before global-route repair at 3
* Max-cap check violation count at 0
* Top Usage Layer GRT: met2
* CTS Hold Bufs at 0
* Met1 usage at 0.0422
* Number of global-route vias before repair at approximately 350
* Chip height at about 80 µm
* Pwr dens at between 150 and 200 nW/µm²
* Part of the cycle the worst path needs at 0.935
* Total grt overflow at 0
* Leakage power at roughly 0.48 nW
* Aggregate global-route resource usage at 0.0319
* IO Count at 137
* Placeable core region at around 3400 µm²
* Area growth syn-to-layout at 387%
* Nature of the critical path endpoint: output pin
* Post-Synthesis Mean Instance Area at 6.85 µm²
* Final Hold Viols at 0
* Finish-stage setup viols at 0
* Final design utilization at 0.205
* Number of antenna violations at the first check in global routing at 0
* Summed standard-cell area reported by yosys at 144 µm²
* Crit path DRT at roughly 1.2 ns
* Full die area at roughly 6400 µm²
* Startpoint type of the worst setup path: input pin
* Endpoint arrival time on the critical path at 1.10 ns
* Overall die width at 80 µm
* Dominant cell type by area after synthesis: sky130_fd_sc_hd__nor4_1
* Final Max Tran Viols at 0
* Actual slew at the worst max-slew pin at around 0.24 ns
* GR met2 Demand/Resource at 0.0474
* Critical path's slowest cell: sky130_fd_sc_hd__dlygate4sd2_1
* Sequential element share of the synthesized area at 0
* Number of warnings in the stage logs at between 100 and 150
* Maximum frequency from static timing analysis at 713 MHz
* Post-Route WL at 1420 µm
* Dominant combinational cell family by area after synthesis: simple AND/OR/NAND/NOR gates
* Total chip power at 0.000116 W
* Iteration count of the initial detailed-routing pass at 2
* Relative max-transition margin at 0.840
* Worst min path class: in2out
* Xor-xnor portion of the synthesized cell area at 0.0609
* Kind of critical path: in2out
* Residual DRC at 0
* Synth top area cells: sky130_fd_sc_hd__nor4_1 30%, sky130_fd_sc_hd__buf_4 21%, sky130_fd_sc_hd__nor2b_1 13%
* Number of distinct library cells after synthesis at 8
* Gp weighted congestion at roughly 0.88
* Critical path capture point: FLAGS[0]
* Routed WL per cell at 13.4 µm
* Number of vias after detailed routing at 337
* Count of antenna diodes in the layout at 0
* First-pass GRT wire length at approximately 1700 µm
* Number of design-rule violations left by the first detailed-router iteration at 3
* Shortest clock period the worst path allows after layout at around 1.4 ns
* Beginning of the critical path: ALUControl[0]
[how the worst min path moves through the flow]
stage / slack, ns / depth (start not counted) / from / endpoint
after global routing: 0.98 / 5 / result[9] / FLAGS[3]
final: 0.94 / 5 / result[10] / FLAGS[3]
after CTS: 1.06 / 5 / result[2] / FLAGS[3]
[power breakdown]
part           leakage, nW  internal [W]  switching (W)
clock                    0             0              0
sequential               0             0              0
combinational        0.477     0.0000863      0.0000300
total                0.477     0.0000863      0.0000300
[synth_stat cells]
library cell,instances
sky130_fd_sc_hd__nor2b_1,3
sky130_fd_sc_hd__nand4_1,2
sky130_fd_sc_hd__nor4_2,1
sky130_fd_sc_hd__nor4_1,7
sky130_fd_sc_hd__mux2i_1,1
sky130_fd_sc_hd__nor2_1,2
sky130_fd_sc_hd__xnor2_1,1
sky130_fd_sc_hd__buf_4,4
[metrics by stage]
step | setup slack [ns] | area [µm²] | hold WS, ns | instances | TNS, ns
global route | -0.0141 | 701 | 0.976 | 106 | -0.0141
global placement | -0.506 | 599 | 1.52 | 106 | -1.22
detailed placement | -0.517 | 599 | 1.52 | 106 | -1.25
CTS | -0.113 | 592 | 1.06 | 106 | -0.113
finish | 0.0981 | 701 | 0.944 | 106 | 0
floorplan | 0.351 | 144 | 0.666 | 21 | 0
[cells in the final DEF, fill, tap and decap left out, drive strengths merged]
cell and n:
xnor2 1, clkdlybuf4s15 3, buf 3, mux2i 1, nor2b 3, clkdlybuf4s50 3, nor4 8, dlymetal6s2s 29
dlygate4sd2 5, nand4 2, nor2 2
[final cells by class]
| class | count | area [µm²] | area share |
|---|---|---|---|
| Tap cell | 46 | 57.6 | 0.0821 |
| Timing Repair Buffer | 43 | 484 | 0.691 |
| Multi-Input combinational cell | 17 | 159 | 0.227 |
[timing repair]
action / in CTS / in global routing
endpoints found under the setup margin: 4 / 2
cloned: 0 / 0
resized: 16 / 37
pin swaps: 8 / 13
[cell families after synthesis]
kind of cell | after synthesis
XOR/XNOR | 1
multiplexers | 1
buffers and inverters | 4
AND/OR/NAND/NOR | 15
[per-layer routing]
metal  part of all wire  vias up
li1                   -      159
met1               0.49      141
met2               0.35       37
met3               0.16        0
met4                  0        0
met5                  0        -
Power figures rest on the tool's default switching activity, not on a simulated workload.
